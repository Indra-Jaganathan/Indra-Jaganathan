[flow/design.v]
module cvmfsm(coke,coin,clk,rst);
output coke; 
reg coke;
input clk,rst;
input [1:0]coin;
reg [1:0]ps;
reg [1:0]ns;
parameter [1:0] state_0=2'b00;
parameter [1:0] state_5=2'b01;
parameter [1:0] state_10=2'b10;
parameter [1:0] state_15=2'b11;
always @(posedge clk)
begin
if (rst)
ps=state_0;
else
ps=ns;
end
always @(ps,coin)
begin
case (ps)
state_0:
begin
if(coin==2'b00)
ns=state_0;
else
if(coin==2'b01)
ns=state_5;
else
if(coin==2'b10)
ns=state_10;
end
state_5:
begin
if(coin==2'b00)
ns=state_5;
else
if(coin==2'b01)
ns=state_10;
else
if(coin==2'b10)
ns=state_15;
end
state_10:
begin
if(coin==2'b00)
ns=state_10;
else
if(coin==2'b01)
ns=state_15;
else
if(coin==2'b10)
ns=state_15;
end
state_15:
begin
ns=state_0;
end
default:ns=state_0;
endcase
end
always @(ps)
begin
case(ps)
state_0:
coke<=1'b0;
state_5:
coke<=1'b0;
state_10:
coke<=1'b0;
state_15:
coke<=1'b1;
default:coke<=1'b0;
endcase
end
endmodule
[flow/run.sh]
#!/bin/bash
# OpenROAD 26Q1-2900-gdf79404cd8, Yosys 0.63+post, stock flow scripts
make -C /OpenROAD-flow-scripts/flow DESIGN_CONFIG=/design/flow/config.mk WORK_HOME=/design/flow/orfs finish
[flow/config.mk]
export PLATFORM = sky130hd
export DESIGN_NAME = cvmfsm
export DESIGN_NICKNAME = cvmfsm
export VERILOG_FILES = /design/flow/design.v
export SDC_FILE = /design/flow/constraint.sdc
export NUM_CORES = 4
export LEC_CHECK = 1
export CORE_AREA = 10 10 70 70
export DIE_AREA = 0 0 80 80
[flow/constraint.sdc]
current_design cvmfsm

set clk_period 1.0
set clk_io_pct 0.2

create_clock -name clk0 -period $clk_period [get_ports {clk}]

set non_clock_inputs [all_inputs -no_clocks]
set_input_delay [expr $clk_period * $clk_io_pct] -clock clk0 $non_clock_inputs
set_output_delay [expr $clk_period * $clk_io_pct] -clock clk0 [all_outputs]
==> results.ini <==
[grt]
grtUsageMet1=0.01595
grt_pass1_wl_um=655
grt.busiest_layer=met3
grt_max_degree=5
track_usage=0.01436
antenna_found_initial=0
grt-ovfl-total=0
use_met2=0.01525
grt_pass1_vias=166
gr-usage-met3=0.01932

[timing]
relSlewSlack=0.8745
max_slew.worst_pin.slew_ns=0.1872
clock.fmax_mhz=1019
hold_violations=0
rsz0062_at_grt=yes
period_minus_slack_ns=0.9815
maxSlewViolCount=0
finalSetupTns_ns=0
unconstrained_endpoints=2
setup_viol=0
finalCritPeriodShare=0.9815
unclocked_regs=2

[finish]
fin_cells=71
area_growth_pct=103.6
design_area_um2=280.3
layout-drive-gt1-share=0.4000
layout_top_cells=clkbuf_4 (3), clkdlybuf4s50_1 (3), buf_4 (3)
fillers=415

[setup_path]
arrival_ns=0.78
cp.required_ns=0.80
worstSetupStartpointType=flop
path_max_fanout=2
worstSetupEndpointType=output port
path_class=flop to output port

[placement]
port_buffers=4
dpl.cell_count=67
dpl.hpwl_um=288.8
placedInstanceArea_um2=250.2
gp_congestion=0.6694

[clock_tree]
cts_hold_buf=0
cts_max_level=1
cts_root_buf=clkbuf_4
clockBufferDepth=2
clk_pin_slew_worst_paths_ns=0.03
cts_buffers=3
cts_tree=done

[logic_synthesis]
ys_cells=15
synth_cell_type_count=11
post_synth.cell_area_avg_um2=9.175
syn_area_um2=137.6
syn_inst=15
ys_ff=4
ys_chip_area_um2=137.6
yosysWarnings=1

[floorplan]
row_count=21
initCoreUtil=0.04029
core_area_mm2=0.003416
io_pins=5
fp.dieW_um=80
fp.dieH_um=80
die_area_mm2=0.006400

[routing]
dr.pass1.iters=3
vias=137
drt-initial-drc-count=2
viasPerCell=1.930
drc=0
ant_nets=0
totalWireLength_um=384
wire_per_inst_um=5.408
n_antenna_cell=0

[job]
openroad.warnings=26
max_cap_viol_count=0

[worst_hold_path]
hold_class=primary input to flop

[power]
leakagePower_nw=0.1108
power_density_mw_per_mm2=1112
vdd_drop_max_uv=316.7

[outcome]
status=finished, final reports clean

==> worst paths after layout <==
| path | from | to | slack [ns] | cells after the start |
|---|---|---|---|---|
| max | ps[0]$_SDFF_PP0_ | coke | 0.02 | 2 |
| min | rst | ps[1]$_SDFF_PP0_ | 0.56 | 2 |
==> cell families (layout without fill, tap and decap cells) <==
logic type / after synthesis / after routing / share of synthesized area
AND/OR/NAND/NOR: 8 / 8 / 0.3182
AND-OR/OR-AND: 2 / 2 / 0.1000
latches: 2 / 2 / 0.2182
multiplexers: 1 / 1 / 0.07273
flip-flops: 2 / 2 / 0.2909
buffers and inverters: 0 / 10 / 0
==> metrics by stage <==
stage / power, mW / setup slack, ns / hold slack (ns) / utilization
global route: 0.3357 / -0.02040 / 0.5530 / 0.08205
CTS: 0.3240 / 0.004280 / 0.5545 / 0.08205
global placement: 0.1266 / -0.1539 / 0.7608 / 0.07326
floorplan: 0.1055 / 0.3338 / 0.2716 / -
finish: 0.3117 / 0.01854 / 0.5594 / 0.08205
detailed placement: 0.1283 / -0.1754 / 0.8026 / 0.07326
==> metal layers <==
metal	vias up	share of wire
met2	5	0.26
li1	72	-
met3	0	0.15
met1	60	0.59
met5	-	0
met4	0	0
==> synthesized netlist by cell type <==
cell / n / area share
dfxtp_1: 2 / 0.29
dlxtn_1: 2 / 0.22
nor2_1: 2 / 0.055
nor2b_1: 2 / 0.091
a211oi_1: 1 / 0.055
and2_1: 1 / 0.045
and2b_1: 1 / 0.055
mux2i_1: 1 / 0.073
nand2_1: 1 / 0.027
nand2b_1: 1 / 0.045
o22ai_1: 1 / 0.045
==> flip-flops by register name, indices dropped and copies added, names as in the netlist <==
signal,cells
ns,2
ps,2
==> worst max-delay path: stages, from the launching register on <==
cell and delay (ns):
dfxtp_2 0.31, and2_4 0.15, buf_2 0.10
==> layout make-up <==
type	instances	area, um2	area share
clock buffers	3	22.52	0.08036
repair buffers	7	57.56	0.2054
flip-flops and latches	4	72.57	0.2589
well taps	46	57.56	0.2054
multi-input cells	11	70.07	0.2500
==> timing repair <==
action | 4_1_cts | 5_1_grt
setup buffers | 1 | 0
resized | 6 | 0
pin swaps | 1 | 0
setup endpoints to repair | 1 | 1
==> power breakdown <==
part	internal, mW	total [mW]	leakage, nW	switching [mW]
clock network	0.133	0.182	0.0138	0.0491
registers	0.0896	0.0917	0.0334	0.00216
logic	0.0245	0.0381	0.0636	0.0136
total	0.247	0.312	0.111	0.0649
Power is estimated from default activity; no workload was simulated.
