===== ./config.mk =====
export PLATFORM = sky130hd
export DESIGN_NAME = alu
export DESIGN_NICKNAME = alu
export VERILOG_FILES = /design/flow/design.v
export SDC_FILE = /design/flow/constraint.sdc
export NUM_CORES = 4
export LEC_CHECK = 1
export CORE_UTILIZATION = 30

===== ./constraint.sdc =====
current_design alu

set clk_period 7.2
set clk_io_pct 0.2

create_clock -name clk0 -period $clk_period

set non_clock_inputs [all_inputs -no_clocks]
set_input_delay [expr $clk_period * $clk_io_pct] -clock clk0 $non_clock_inputs
set_output_delay [expr $clk_period * $clk_io_pct] -clock clk0 [all_outputs]

===== ./design.v =====
module alu(a,b,sel,y);
input [7:0]a,b;
input[2:0]sel;
output [15:0]y;
reg [15:0]y;
always @(a or b or sel)
case(sel)
3'b000: y = a&b;
3'b001: y = a|b;
3'b010: y = a^b;
3'b011: y = a~^b;
3'b100: y = a+b; 
3'b101: y = a-b;
3'b110: y = a*b;
3'b111: y = ~b;
endcase
endmodule

===== ./run.sh =====
#!/bin/bash
# OpenROAD 26Q1-2900-gdf79404cd8, Yosys 0.63+post, stock flow scripts
make -C /OpenROAD-flow-scripts/flow DESIGN_CONFIG=/design/flow/config.mk WORK_HOME=/design/flow/orfs finish

==> flow_summary.yaml <==
# generated from flow reports
yosys:
  top_cells_by_area: "fa_1 23%, ha_1 23%, inv_1 8.3%"
  synth_cells: 436
  synthesis.area_um2: 3260
  synth_top_area_share_pct: 23.3
  ys_warn_count: 1
  avgSynthCellArea_um2: 7.48
  ys_seq_share_pct: 0
  ys_cells: 436
  synth_cell_type_count: 53
  top_area_cell: "fa_1"
  yosys_area_um2: 3260
routing:
  viasPerCell: 4.81
  vias: 3279
  route.detailed.drc: 0
  final_antenna_net_count: 0
  diodes: 0
  drt_wl_total_um: 9020
  drt_iter0_drc: 215
  drtPass1Iterations: 5
  wl_per_cell_um: 13.2
setup_path:
  cp.arrival_ns: 5.62
  path_cells: "dlygate4sd2_1 -> inv_2 -> buf_4 -> nor2_1 -> fa_1 -> fa_1 -> fa_1 -> inv_1 -> fa_1 -> inv_1 -> ha_2 -> nand2_2 -> o21ai_2 -> nand2_2 -> o21ai_2 -> xnor2_1 -> o21ai_1 -> clkdlybuf4s50_1"
  endpoint_kind: "output pin"
  slowest_stage: "fa_1"
  critPathTopFamily: "adder cells"
  cp_max_fo: 4
  critPathMaxStageDelay_ns: 0.55
  worstSetupStartpointType: "input port"
  critical_path_class: "in2out"
  critPathMostFrequentCell: "fa_1"
  path_buffers: 6
  worst_ep_required_time_ns: 5.76
placed_design:
  place_inst: 671
  place_area_um2: 4300
  dp_hpwl_um: 7820
  post-place-ws_ns: -0.556
  portBuffers: 35
  gp_routability_congestion: 0.905
min_path:
  hp-class: "in2out"
floorplan:
  coreArea_um2: 10400
  ioPinCount: 35
  die_w_um: 106
  chipArea_um2: 11300
  die_h_um: 106
  num_rows: 37
  fp_util_pct: 31.3
power_and_ir_drop:
  p_total_uw: 771
  power.leakage_uw: 0.00231
  ir_drop_mv: 0.235
  p_per_area_nw_per_um2: 171
timing:
  setup_violations: 0
  hold_violations: 0
  fin_crit_ns: 7.06
  max_freq_mhz: 142
  period_used_pct: 98.0
  slew_headroom_pct: 64.0
  slew_violations: 0
  postLayoutSetupSlackWorst_ns: 0.142
  hold_slack_ns: 3.82
  tightest_slew_ns: 0.534
global_routing:
  grt_overflow_total: 0
  grt_antenna_before_repair: 0
  grt.total_usage_pct: 16.7
  grt_max_degree: 28
  grt_pass1_wl_um: 14900
  first_global_vias: 3092
layout:
  drive_gt1_share_pct: 25.8
  ff_count: 0
  final_area_um2: 4510
  n_clock_buffer: 0
  fin_cells: 682
  area_growth_pct: 38.1
  logic_area_um2: 3060
  seqCellArea_um2: 0
  n_fill_cell: 1035
run:
  tool_warnings: 49
  cap_viol_max_count: 0
run_status:
  status: "complete, no violations"
-- cells in the final DEF, fill, tap and decap left out, types with 7 or more instances in the layout --
cell / instances
nand2_1: 25
nor2_1: 67
xor2_1: 7
clkdlybuf4s50_1: 15
clkbuf_2: 7
inv_2: 10
nor2b_1: 7
a21o_1: 7
o22ai_1: 8
xnor2_1: 10
inv_1: 63
o21ai_1: 8
fa_1: 35
ha_1: 52
o21ai_0: 14
nand3_1: 8
buf_4: 87
a21oi_1: 24
-- metrics by stage --
step                TNS, ns  util [%]
global route        -0.0153      43.3
detailed placement    -4.08      41.3
floorplan                 0         -
finish                    0      43.3
global placement      -4.06      41.3
CTS                  -0.235      42.2
-- kinds of logic (layout without fill, tap and decap cells) --
kind of cell,after synthesis,after routing,share of synthesized area (%)
fa+ha+maj,98,98,46.3
simple gates,130,130,17.1
xor+xnor,17,17,4.56
compound gates,96,96,18.6
mux,8,8,2.91
buf+inv,87,197,10.4
-- routing by layer --
layer | wire (µm) | up-vias | GRT usage [%]
met2 | 4010 | 83 | 26.3
met1 | 4550 | 1524 | 26.8
met5 | 0 | - | 0
met4 | 0 | 0 | 0
li1 | - | 1672 | -
met3 | 456 | 0 | 1.44
-- timing repair --
item | in CTS | in global routing
pin swaps | 15 | 25
hold buffers | 0 | 0
resized | 55 | 32
endpoints found under the setup margin | 11 | 9
gates cloned | 0 | 0
setup buffers | 2 | 10
-- where the power goes --
| part | internal, µW | switching (µW) | total [µW] |
|---|---|---|---|
| Clock | 0 | 0 | 0 |
| Sequential | 0 | 0 | 0 |
| Combinational | 397 | 374 | 771 |
-- Yosys cell counts (4+ instances only) --
| cell | instances |
|---|---|
| nand2_1 | 27 |
| a21oi_1 | 26 |
| nand3_1 | 8 |
| mux2i_1 | 5 |
| inv_1 | 72 |
| nor2b_1 | 7 |
| a211oi_1 | 4 |
| nand2b_1 | 4 |
| xor2_1 | 7 |
| nor2_1 | 71 |
| ha_1 | 60 |
| xnor2_1 | 10 |
| a21o_1 | 7 |
| fa_1 | 38 |
| nor3_1 | 4 |
| o21ai_0 | 24 |
| buf_2 | 7 |
| o22ai_1 | 8 |
-- area by class of cell --
class,count,area share [%]
Timing Repair Buffer,123,22.1
Inverter,74,6.16
Tap cell,136,3.78
Multi-Input combinational cell,349,68.0
-- path summary, 6_finish.rpt --
check	start	endpoint	slack (ns)	cells past startpoint
setup / recovery	a[3]	y[14]	0.14	18
hold / removal	b[2]	y[2]	3.82	6
No activity file was given, so power comes from the tool's default toggle rates.
