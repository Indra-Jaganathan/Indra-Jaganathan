[/design/flow/design.v]
module ttworipple_count(j,k,clock,reset,q,qb);
input j,k,clock,reset;
output wire [31:0]q,qb;
jkff JK0(j,k,clock,reset,q[0],qb[0]);
jkff JK1(j,k,q[0],reset,q[1],qb[1]);
jkff JK2(j,k,q[1],reset,q[2],qb[2]);
jkff JK3(j,k,q[2],reset,q[3],qb[3]);
jkff JK4(j,k,q[3],reset,q[4],qb[4]);
jkff JK5(j,k,q[4],reset,q[5],qb[5]);
jkff JK6(j,k,q[5],reset,q[6],qb[6]);
jkff JK7(j,k,q[6],reset,q[7],qb[7]);
jkff JK8(j,k,q[7],reset,q[8],qb[8]);
jkff JK9(j,k,q[8],reset,q[9],qb[9]);
jkff JK10(j,k,q[9],reset,q[10],qb[10]);
jkff JK11(j,k,q[10],reset,q[11],qb[11]);
jkff JK12(j,k,q[11],reset,q[12],qb[12]);
jkff JK13(j,k,q[12],reset,q[13],qb[13]);
jkff JK14(j,k,q[13],reset,q[14],qb[14]);
jkff JK15(j,k,q[14],reset,q[15],qb[15]);
jkff JK16(j,k,q[15],reset,q[16],qb[16]);
jkff JK17(j,k,q[16],reset,q[17],qb[17]);
jkff JK18(j,k,q[17],reset,q[18],qb[18]);
jkff JK19(j,k,q[18],reset,q[19],qb[19]);
jkff JK20(j,k,q[19],reset,q[20],qb[20]);
jkff JK21(j,k,q[20],reset,q[21],qb[21]);
jkff JK22(j,k,q[21],reset,q[22],qb[22]);
jkff JK23(j,k,q[22],reset,q[23],qb[23]);
jkff JK24(j,k,q[23],reset,q[24],qb[24]);
jkff JK25(j,k,q[24],reset,q[25],qb[25]);
jkff JK26(j,k,q[25],reset,q[26],qb[26]);
jkff JK27(j,k,q[26],reset,q[27],qb[27]);
jkff JK28(j,k,q[27],reset,q[28],qb[28]);
jkff JK29(j,k,q[28],reset,q[29],qb[29]);
jkff JK30(j,k,q[29],reset,q[30],qb[30]);
jkff JK31(j,k,q[30],reset,q[31],qb[31]);
endmodule
module jkff(j,k,clock,reset,q,qb);
input j,k,clock,reset;
output reg q,qb;
always@(negedge clock)
begin
case({reset,j,k})
3'b100 :q=q;
3'b101 :q=0;
3'b110 :q=1;
3'b111 :q=~q;
default :q=0;
endcase
qb<=~q;
end
endmodule
[/design/flow/run.sh]
#!/bin/bash
# OpenROAD 26Q1-2900-gdf79404cd8, Yosys 0.63+post, stock flow scripts
make -C /OpenROAD-flow-scripts/flow DESIGN_CONFIG=/design/flow/config.mk WORK_HOME=/design/flow/orfs finish
[/design/flow/config.mk]
export PLATFORM = sky130hd
export DESIGN_NAME = ttworipple_count
export DESIGN_NICKNAME = ttworipple_count
export VERILOG_FILES = /design/flow/design.v
export SDC_FILE = /design/flow/constraint.sdc
export NUM_CORES = 4
export LEC_CHECK = 1
export CORE_UTILIZATION = 30
[/design/flow/constraint.sdc]
current_design ttworipple_count

set clk_period 1.0
set clk_io_pct 0.2

create_clock -name clk0 -period $clk_period [get_ports {clock}]

set non_clock_inputs [all_inputs -no_clocks]
set_input_delay [expr $clk_period * $clk_io_pct] -clock clk0 $non_clock_inputs
set_output_delay [expr $clk_period * $clk_io_pct] -clock clk0 [all_outputs]
==> reports/qor_table.md <==
| Parameter | This run |
| --- | --- |
| Max-Slew Margin vs Limit | 61.46% |
| GRT Util Overall | 9.543% |
| Largest cells by area after synthesis | sky130_fd_sc_hd__dfxtp_1, sky130_fd_sc_hd__buf_4, sky130_fd_sc_hd__o21a_1 |
| Root cell of the clock tree | sky130_fd_sc_hd__clkbuf_8 |
| Crit. End Element | primary output |
| Setup repair after global routing missed its margin | true |
| Slowest CP cell | sky130_fd_sc_hd__dfxtp_2 |
| Violated checks | negative setup slack |
| Dominant cell type by area after synthesis | sky130_fd_sc_hd__dfxtp_1 |
| Total via count in the routed design | 1650 |
| Worst-Margin Slew | 578.1 ps |
| Initial core utilization | 31.61% |
| Data arrival time of the critical path | 1180 ps |
| Largest net degree at the start of global routing | 63 |
| HP Class | in -> reg |
| Overall routed net length | 4.468 mm |
| Synthesized instance count | 301 |
| Number of ports placed on the die boundary | 68 |
| Area delta synth->final | 10.73% |
| Port bufs | 67 |
| CTS buffer count | 3 |
| Number of setup violations in the final report | 2 |
| Tool Warnings | 30 |
| Total design power | 0.7173 mW |
| Worst-path maximum fanout | 2 |
| Setup slack after layout | -383.2 ps |
| Vertical die dimension | 98.79 um |
| Critical path data required time | 800 ps |
| CP max stage delay | 310 ps |
| Clock edge transition at the registers on the reported setup and hold paths | 30 ps |
| Worst IR Drop VDD | 0.3341 mV |
| Cell leakage power | 1.244 nW |
| Detailed Routing Iterations Pass 1 | 3 |
| Yosys cell types | 12 |
| Remaining DRCs | 0 |
| Fraction of layout instances using a drive strength above 1 | 5.000% |
| Area enclosed by the die boundary | 9758 um^2 |
| GRT Residual Overflow | 0 |
| Max-cap violation count | 0 |
| Diodes inserted | 0 |
| Clock tree from TritonCTS | built |
| Setup Skew | 0.3106 ps |
| Yosys synthesis chip area | 2810 um^2 |
| Critical path class | reg -> out |
| Number of global-route vias before repair | 1557 |
| Count of endpoints without a timing constraint | 124 |
| Seq share, synth | 45.59% |
| Cell family with most CP delay | flip-flops |
| Cell area power density | 230.5 nW/um^2 |
| Insertion delay at the late pin of the worst-skew pair | 270 ps |
| Fraction of post-synthesis cell area in the top cell type by area | 45.59% |
| CP startpoint kind | flop |
| Core box area | 8891 um^2 |
| Final hold viol count | 0 |
| Number of register pins that no clock reaches | 62 |
| CTS max path bufs | 2 |
| Site Rows | 34 |
| Initial detailed-routing violation count | 31 |
| Minimum setup slack after placement | -723.3 ps |
| Post-DRT Antenna Nets | 0 |
| Yosys stat cell total | 301 |
| Status | finished, violations left |
| Synthesized area | 2810 um^2 |
| Number of antenna violations at the first check in global routing | 0 |
| Die Wd | 98.79 um |
| Via density per instance | 4.044 |
| Yosys warns | 1 |
| Average size of a mapped cell | 9.336 um^2 |
| Total number of H-tree levels | 1 |
| Final routed wire length divided by cell count | 10.95 um |
| Max-slew violations | 0 |
| Total buffers and inverters traversed by the critical path | 1 |
| Number of register bits inferred by synthesis | 64 |
| Wire length of the first global-routing pass | 7.465 mm |
| Series of cell instances along the critical path | buf_2 |
| Weighted congestion reported at the end of routability-driven placement | 0.7149 |
| HPWL after detailed placement | 3.363 mm |
stage by stage:
| stage | util (%) | instances | TNS (ps) | cell area [um^2] | hold slack [ps] |
|---|---|---|---|---|---|
| after floorplan | - | 301 | -599.2 | 2815 | 575.5 |
| after global placement | 34.53 | 403 | -2353 | 3070 | 776.2 |
| after detailed placement | 34.53 | 403 | -2377 | 3070 | 774.4 |
| after CTS | 34.91 | 407 | -786.8 | 3104 | 657.8 |
| after global routing | 35.00 | 408 | -844.4 | 3112 | 655.0 |
| final | 35.00 | 408 | -755.6 | 3112 | 647.6 |
final timing paths:
path | slack (ps) | endpoint | start | cells after the start
worst max-delay path | -380 | q[0] | JK0.q | 1
worst max register to register | 20 | JK0.q | JK0.q | 4
worst min-delay path | 650 | JK0.qb | reset | 2
worst min register to register | 810 | JK0.qb | JK0.q | 4
where the power goes:
part           internal (mW)  switching (mW)  total (mW)
Combinational          0.114           0.141       0.255
Clock                  0.266          0.0798       0.346
Sequential             0.112         0.00494       0.117
metal layers:
metal  global-route usage (%)  part of all wire [%]
met1                    14.42                    49
met2                    15.71                    47
met3                    1.010                   3.1
met4                   0.8037                  0.34
met5                        0                     0
logic make-up after synthesis:
group	Yosys count	share of synthesized area (%)
AND/OR/NAND/NOR	64	15.58
AND-OR/OR-AND	64	14.25
flip-flops	64	45.59
buffers and inverters	109	24.58
synth_stat cells (all sizes together):
master	instances
inv	32
o21a	32
and2b	30
o21ai	32
nor2b	34
clkbuf	6
buf	71
dfxtp	64
placed cells by master (no fill, tap or decap), drive strengths merged:
cell type	Yosys	final
o21ai	32	32
clkdlybuf4s50	0	62
dfxtp	64	64
inv	32	33
clkbuf	6	3
buf	71	10
and2b	30	30
o21a	32	32
nor2b	34	34
final cells by class:
class / count / area (um^2)
clock inverter: 2 / 7.507
tap: 108 / 135.1
inverter: 31 / 116.4
fill: 880 / 5779
timing repair buffer: 72 / 689.4
multi-input combinational: 128 / 838.3
sequential: 64 / 1284
clock buffer: 3 / 41.29
timing repair:
action / in CTS / in global routing
endpoints found under the hold margin: 0 / 0
setup endpoints to repair: 4 / 2
pin swaps: 1 / 1
gates resized: 18 / 0
hold buffers: 0 / 0
setup buffers: 0 / 1
Power is estimated from default activity; no workload was simulated.
